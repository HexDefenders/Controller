$ cat /design/flow/run.sh
#!/bin/bash
# OpenROAD 26Q1-2900-gdf79404cd8, Yosys 0.63+post, stock flow scripts
make -C /OpenROAD-flow-scripts/flow DESIGN_CONFIG=/design/flow/config.mk WORK_HOME=/design/flow/orfs finish
$ cat /design/flow/config.mk
export PLATFORM = sky130hd
export DESIGN_NAME = mux2
export DESIGN_NICKNAME = mux2
export VERILOG_FILES = /design/flow/design.v
export SDC_FILE = /design/flow/constraint.sdc
export NUM_CORES = 4
export LEC_CHECK = 1
export CORE_AREA = 10 10 70 70
export DIE_AREA = 0 0 80 80
$ cat /design/flow/design.v
module controllers (gpins, playerInputVal, playerInput, playerInputFlag, switchInput);
	input	     	[35:0]	gpins;
	input		  	[15:0] 	playerInputVal;
	output reg 	 [1:0]	playerInput;
	output reg				playerInputFlag;
	output		 [7:0]	switchInput;
	wire [7:0] mux4playeroutput;
	single_controller ctrl1 (.sw(gpins[7:0]), .btn(gpins[8]));
	single_controller ctrl2 (.sw(gpins[16:9]), .btn(gpins[17]));
	single_controller ctrl3 (.sw(gpins[25:18]), .btn(gpins[26]));
	single_controller ctrl4 (.sw(gpins[34:27]), .btn(gpins[35]));
	always @(posedge gpins[8], posedge gpins[17], posedge gpins[26], posedge gpins[35]) begin
		if (gpins[8])
			playerInput = 2'b00;
		else if (gpins[17])
			playerInput = 2'b01;
		else if (gpins[26])
			playerInput = 2'b10;
		else
			playerInput = 2'b11;
		playerInputFlag = 1'b1;
	end
	mux4 #(8) whichPlayer (
		.d0(gpins[7:0]),			 
		.d1(gpins[16:9]), 		 
		.d2(gpins[25:18]),		 
		.d3(gpins[34:27]), 		 
		.s(playerInputFlag), 	 
		.y(mux4playeroutput)		 
	);
	mux2 #(8) playerOrDefault(
		.d0(8'b0), 					 
		.d1(mux4playeroutput), 	 
		.s(playerInputVal[0]), 	 
		.y(switchInput)			 
	);
endmodule 
module single_controller(sw, btn);
	inout 		 btn;
	inout [7:0] sw;
endmodule
module mux4 #(parameter WIDTH = 16)
             (input      [WIDTH-1:0] d0, d1, d2, d3,
              input      [1:0]       s, 
              output reg [WIDTH-1:0] y);
   always @(*)
      case(s)
         2'b00: y <= d0;
         2'b01: y <= d1;
         2'b10: y <= d2;
         2'b11: y <= d3;
      endcase
endmodule
module mux2 #(parameter WIDTH = 16)
             (input  [WIDTH-1:0] d0, d1, 
              input              s, 
              output [WIDTH-1:0] y);
   assign y = s ? d1 : d0; 
endmodule
$ cat /design/flow/constraint.sdc
current_design mux2

set clk_period 1.0
set clk_io_pct 0.2

create_clock -name clk0 -period $clk_period

set non_clock_inputs [all_inputs -no_clocks]
set_input_delay [expr $clk_period * $clk_io_pct] -clock clk0 $non_clock_inputs
set_output_delay [expr $clk_period * $clk_io_pct] -clock clk0 [all_outputs]
==> run summary <==
Results of the flow run.

The signal on the critical path passes through buf_12, buf_16, mux2_4, buf_6. Post-route period utilization is reported as 1.06. The critical-path maximum fanout stands at 8. The die span in x stands at 80 um.

There are 0 flip-flops and latches. The power density over the cells stands at 375 nW/um2. Per the final timing report, the hold violations number 0. The global-route wire length before repair stands at 2160 um. The critical path in this run is classified as input pin to primary output. Broken down by cell family, the worst path's largest delay share belongs to buffers and inverters. The final weighted congestion in routability-driven placement stands at 0.815.

The final critical delay including setup and external delays stands at 1.06 ns. For reference, the top cells by count after synthesis are sky130_fd_sc_hd__mux2_4 (10), sky130_fd_sc_hd__mux2_2 (6), sky130_fd_sc_hd__buf_12 (1), sky130_fd_sc_hd__buf_6 (1). Ranked by total cell area, the synthesized netlist is headed by sky130_fd_sc_hd__mux2_4 (60%), sky130_fd_sc_hd__mux2_2 (27%), sky130_fd_sc_hd__buf_12 (8.0%). After technology mapping, the gate count stands at 18. The number of endpoints failing setup at the final stage stands at 16. The data required time of the worst path stands at 0.80 ns. Per Yosys stat, the portion of area used by sequential elements is 0. The maximum number of pins on one net before global-route repair stands at 9.

Across all checked pins, the minimum headroom to the slew limit is 0.952. The routed design ends up with an antenna cell count of 0. For this run, the detailed router's first-pass iteration total came to 1. The post-synth area from yosys stat stands at 249 um2. The via count of the first global-routing pass was 424. The floorplan utilization stands at 0.0729. VDD sags by at most 0.107 mV. Sorting the Yosys area breakdown by cell type puts at the top sky130_fd_sc_hd__mux2_4. The slew at the pin closest to its max-slew limit stands at 0.0719 ns. The max-cap violation count stands at 0.

The post-layout total power stands at 295 uW. Once detail routing completed, the nets flagged for antenna violations numbered 0. The number of placed I/O pins stands at 49. The layout report lists the combined flip-flop and latch area as 0 um2. The critical path's slowest stage uses the library cell sky130_fd_sc_hd__mux2_4. The final wirelength stands at 1420 um.

The final core area utilization stands at 0.231. The initial antenna violation count came to 0. The number of clock buffer instances in the layout stands at 0. The global router's overall resource usage stands at 0.0416. In this build the clock could be raised as far as 0.947 GHz. Per the detail_route report, DRC violations left total 0. The region available for standard cell placement spans 3420 um2.

Checking hold timing, the worst path is listed with class input pin to primary output. The number of buffer cells added on primary ports stands at 49. The worst hold path depth stands at 3. The worst setup path is launched from an input pin. Relative to the synthesized area, the layout overhead comes to 217%. The run finished, with violations left.

The detailed router placed 375 vias in this run. The arrival time at the worst endpoint stands at 0.86 ns. The number of placement rows stands at 21. Dividing the detail-routed via count by the number of cells gives 3.32. STA classifies the critical path endpoint as a primary output.

The number of unique standard cell types used by synthesis stands at 4. The worst stage delay on the critical path stands at 0.30 ns. The post-place instance area stands at 786 um2. Global routing finished with a remaining overflow of 0. The post-synthesis average cell area stands at 13.8 um2. The area share of the largest cell type after synthesis stands at 0.603. The final reports fail on setup timing.

Of the cells placed in the final design, the portion with a size suffix greater than 1 is 0.522. The cell total in the yosys stat output stands at 18. For this run the top cell type by instance count after synthesis was sky130_fd_sc_hd__mux2_4.

Across all stage logs, warnings added up to 34. Setup repair after global routing could not meet its margin everywhere. After legalization and detailed placement, the total HPWL measured 1220 um. The number of pins exceeding their max-slew limit in the final report stands at 0. The chip footprint stands at 6400 um2. Once iteration 0 of detailed routing completed, the report listed 0 DRC markers.

The final worst setup slack stands at -0.0560 ns. TritonRoute output was used to compute an average wire per cell of 12.5 um. After synthesis the cells add up to 249 um2.

The post-route cell area stands at 788 um2. The cell count along the critical path stands at 4. For this design the static power due to leakage is 0.415 nW. The synthesis warning total stands at 0. The height of the die stands at 80 um. The script reports the combined buffer and inverter count of the critical path as 3.
-- cell usage in the layout (no fill, tap or decap) --
cell                            instances
sky130_fd_sc_hd__buf_6                 10
sky130_fd_sc_hd__buf_16                 1
sky130_fd_sc_hd__buf_2                  6
sky130_fd_sc_hd__mux2_4                16
sky130_fd_sc_hd__buf_12                 2
sky130_fd_sc_hd__dlygate4sd2_1         32
-- layout make-up --
| type | count | area, um2 |
|---|---|---|
| Fill cell | 397 | 2630 |
| Multi-Input combinational cell | 16 | 240 |
| Tap cell | 46 | 57.6 |
| Timing Repair Buffer | 51 | 490 |
-- what timing repair did --
action                                 4_1_cts  5_1_grt
setup endpoints to repair                   16       16
endpoints found under the hold margin        0        0
buffers inserted                             0        0
resized                                    101        5
pin swaps                                    0        0
hold buffers                                 0        0
cloned                                       1        0
-- report_power, final --
group	leakage [nW]	switching, mW	internal (mW)
combinational	0.415	0.0654	0.230
sequential	0	0	0
clock	0	0	0
-- stage by stage --
stage	hold slack, ns	worst slack, ns	instances	TNS, ns
5_1_grt	0.812	-0.0798	113	-1.10
2_1_floorplan	0.498	0.0725	18	0
4_1_cts	0.799	-0.0620	113	-0.891
3_3_place_gp	1.44	-0.845	112	-13.06
6_report	0.796	-0.0560	113	-0.811
3_5_place_dp	1.43	-0.853	112	-13.14
-- worst paths after layout --
path	start	end	slack [ns]
hold / removal	d0[9]	y[9]	0.80
setup / recovery	s	y[12]	-0.06
-- per-layer routing --
| layer | track usage | up-vias | wire length [um] | share of wire |
|---|---|---|---|---|
| li1 | - | 168 | - | - |
| met1 | 0.0593 | 158 | 725 | 0.51 |
| met2 | 0.0474 | 49 | 350 | 0.25 |
| met3 | 0.0352 | 0 | 339 | 0.24 |
| met4 | 0 | 0 | 0 | 0 |
| met5 | 0 | - | 0 | 0 |
-- logic make-up after synthesis --
group	share of synthesized area
muxes	0.874
buffers and inverters	0.126
-- worst min-delay path: stages --
cell	delay [ns]
sky130_fd_sc_hd__dlygate4sd2_1	0.19
sky130_fd_sc_hd__mux2_4	0.13
sky130_fd_sc_hd__buf_2	0.08
No activity file was given, so power comes from the tool's default toggle rates.
