File: design/flow/config.mk
export PLATFORM = sky130hd
export DESIGN_NAME = vga
export DESIGN_NICKNAME = vga
export VERILOG_FILES = /design/flow/design.v
export SDC_FILE = /design/flow/constraint.sdc
export NUM_CORES = 4
export LEC_CHECK = 1
export CORE_UTILIZATION = 40
File: design/flow/constraint.sdc
current_design vga

set clk_period 3.2
set clk_io_pct 0.2

create_clock -name clk0 -period $clk_period [get_ports {clk}]

set non_clock_inputs [all_inputs -no_clocks]
set_input_delay [expr $clk_period * $clk_io_pct] -clock clk0 $non_clock_inputs
set_output_delay [expr $clk_period * $clk_io_pct] -clock clk0 [all_outputs]
File: design/flow/design.v
module bitgen(bright, hcount, vcount, glyph, rgb);
	input  			   bright;
	input  	  [9:0]  hcount, vcount;
	input  	  [63:0] glyph;
	output reg [23:0] rgb;
	reg [23:0] rgbout;
	reg [9:0]  xoffset, yoffset;
	wire [7:0] lglyph [7:0];
	assign lglyph[0] = glyph[63:56];
	assign lglyph[1] = glyph[55:48];
	assign lglyph[2] = glyph[47:40];
	assign lglyph[3] = glyph[39:32];
	assign lglyph[4] = glyph[31:24];
	assign lglyph[5] = glyph[23:16];
	assign lglyph[6] = glyph[15:8];
	assign lglyph[7] = glyph[7:0];
	parameter rgb_bg = 24'hf8f9fa;
	parameter rgb_text = 24'h343a40;
	parameter x_start = 10'd300;
	parameter y_start = 10'd400;
	parameter x_size  = 10'd16;  
	parameter y_size  = 10'd16;  
	parameter t_size  = 2;  	  
	always @(*) begin
		rgbout <= rgb_bg;
		if (hcount >= y_start && hcount < (y_start + y_size)) begin
			if (vcount >= x_start && vcount < (x_start + x_size)) begin
				if (lglyph[vcount-x_start][hcount-y_start] == 1'b1)
					rgbout <= rgb_text;
			end
		end
		if (bright == 1)
			rgb <= rgbout;
		else
			rgb <= rgb_bg;
	end
endmodule
`timescale 1ns / 1ps
module glyphs #(parameter WIDTH = 64, ADR_BITS = 8) 
				   (clk, en, value, glyph);
	input clk, en;
	input [ADR_BITS-1:0] value;
	output reg [WIDTH-1:0] glyph;
	reg [WIDTH-1:0] glyphs [(2*ADR_BITS)-1:0];
	initial begin
		glyphs[8'h0] = 64'b0000000000011100001000100010001000100010001000100010001000011100;
		glyphs[8'h1] = 64'b0000000000000100000001000000011000000110000001100000011000000110;
		glyphs[8'h2] = 64'b0000000000001100000100100001000000001000000001000000001000011110;
		glyphs[8'h3] = 64'b0000000000011100001000100010000000011000001000000010001000011100;
		glyphs[8'h4] = 64'b0000000000100010001000100010001000111110001000000010000000100000;
		glyphs[8'h5] = 64'b0000000000111110000000100000001000011110001000000010000000011110;
		glyphs[8'h6] = 64'b0000000000011100000000100000001000011010001001100010001000011100;
		glyphs[8'h7] = 64'b0000000000011110000100000001000000111100000010000000010000000010;
		glyphs[8'h8] = 64'b0000000000011100001000100010001000011100001000100010001000011100;
		glyphs[8'h9] = 64'b0000000000011100001000100010001000111100001000000010001000011100;
		glyphs[8'ha] = 64'b0000000000011000001001000100001001000010011111100100001001000010;
		glyphs[8'hb] = 64'b0000000000011110001000100010001000011110001000100010001000011110;
		glyphs[8'hc] = 64'b0000000000011000001001000000001000000010000000100010010000011000;
		glyphs[8'hd] = 64'b0000000000001110000100100010001000100010001000100001001000001110;
		glyphs[8'he] = 64'b0000000000111110000000100000001000011110000000100000001000111110;
		glyphs[8'hf] = 64'b0000000000111110000000100000001000011110000000100000001000000010;
	end
	always @(posedge clk)
		if (en)
			glyph <= glyphs[value]; 
endmodule
module vga (clk, rst, hsync, vsync, vga_blank_n, vga_clk, switches, r, g, b);
	input		     clk, rst;
	input	 [3:0]  switches;
	output		  hsync, vsync, vga_blank_n, vga_clk;
	output [7:0]  r, g, b;
	wire	 [9:0]  hcount, vcount;
	wire   [2:0]  lout, rout;
	wire 			  bright;
	wire	 [63:0] glyph;
	vga_control uut1 (
		.clk(clk), .rst(rst), .hsync(hsync), .vsync(vsync),
		.vga_blank_n(vga_blank_n), .vga_clk(vga_clk), .bright(bright),
		.hcount(hcount), .vcount(vcount)
	);
	glyphs uut2 (
		.clk(clk), .en(1), .value(switches), .glyph(glyph)
	);
	bitgen uut3 (
		.bright(bright), .hcount(hcount), .vcount(vcount), .glyph(glyph), .rgb({r,g,b})
	);
endmodule
module vga_control (clk, rst, vga_blank_n, hsync, vsync, vga_clk, bright, hcount, vcount);
	input			clk, rst;
	output		hsync, vsync;
	output reg	vga_blank_n, vga_clk, bright;
	output reg [9:0] hcount, vcount;
	reg		 counter;
	parameter HS_START = 10'd16;
	parameter HS_SYNC  = 10'd96;
	parameter HS_END   = 10'd48;
	parameter HS_TOTAL = 10'd800;
	parameter VS_INIT  = 10'd480;
	parameter VS_START = 10'd10;
	parameter VS_SYNC  = 10'd2;
	parameter VS_END   = 10'd33;
	parameter VS_TOTAL = 10'd525;
	always @(posedge clk) begin
		if (rst == 1'b0) begin
			vcount  = 10'd0; 	
			hcount  = 10'd0;
			counter = 1'b0; 	
			vga_clk = 1'b0;
		end
		else if (counter == 1'b1) begin
			hcount = hcount + 1'b1;
			if (hcount == HS_TOTAL) begin
				hcount = 10'd0;
				vcount = vcount + 1'b1;
				if (vcount == VS_TOTAL)
					vcount = 10'd0;
			end
		end
		vga_clk = ~vga_clk;
		counter = counter + 1'b1;
	end
	assign hsync = ~((hcount >= HS_START) & (hcount < HS_START + HS_SYNC));
	assign vsync = ~((vcount >= VS_INIT + VS_START) & (vcount < VS_INIT + VS_START + VS_SYNC));
	always @(*) begin
		if ((hcount >= HS_START + HS_SYNC + HS_END)
					&& (hcount < HS_TOTAL - HS_START) 
					&& (vcount < VS_INIT)) begin
			bright = 1'b1;
			vga_blank_n = 1'b1;
		end
		else begin
			bright = 1'b0;
			vga_blank_n = 1'b0;
		end
	end
endmodule
File: design/flow/run.sh
#!/bin/bash
# OpenROAD 26Q1-2900-gdf79404cd8, Yosys 0.63+post, stock flow scripts
make -C /OpenROAD-flow-scripts/flow DESIGN_CONFIG=/design/flow/config.mk WORK_HOME=/design/flow/orfs finish
==> out/results.tsv <==
metric	value	unit
hold_buffers	0	
clock_latency	0.30	ns
cts_buffers	5	
chipArea	8289	µm²
hold_viol_final	0	
antenna_found_initial	0	
synth_area_per_cell	8.175	µm²
root_buffer	clkbuf_8	
io_buffers	22	
status	complete, no violations	
min_from	uut1.vga_clk	
ys_warn_count	5	
yosysChipArea	3172	µm²
cts_tree	yes	
track_usage	0.1758	
fin_crit_sh	0.9873	
ys_cells	388	
cp-end-kind	output pin	
grt_pass1_vias	2317	
p_sw	0.3227	mW
power.share.clock	0.312	
ant_nets	0	
seqPwrFrac	0.577	
internal_power	0.9470	mW
tns	0	ns
drt_wl_total	6877	µm
fp.coreArea	7687	µm²
worst_slack	0.04054	ns
die_w	91.05	µm
hpwl	5026	µm
first_pass_iters	5	
ys.flops	54	
synth_cell_types	62	
p_comb_frac	0.111	
worstSetupPathType	reg -> out	
fmax	0.3165	GHz
relSlewSlack	0.6068	
hold_class	reg -> reg	
dpl_cell_area	3416	µm²
fp_util	0.4126	
post-route-min-period	3.159	ns
design_area	3674	µm²
pin_count	34	
reg2reg_setup_slack	0.83	ns
final_util	0.4779	
cts_buffer_depth	2	
p_leak	1.431	nW
grt_max_degree	43	
drc	0	
crit_required	2.56	ns
fill_cells	750	
avgViaCountPerCell	5.185	
setup_violations	0	
grt.overflow.total	0	
path_max_fanout	6	
holdWs	0.3987	ns
warnings	40	
cts_sinks	54	
syn_inst	388	
diodes	0	
wire_per_inst	13.67	µm
drive_above_1_share	0.1521	
synth-edff-count	0	
dieHeight	91.05	µm
drt_iter0_markers	98	
r2r-start	uut1.hcount[0]	
area_growth	15.82	%
async_flop_share	0	
netlist_area	3172	µm²
cp_data_arrival_time	2.52	ns
cp-start-kind	flop	
vias	2608	
reg2regPathDepth	7	
hold_end	uut1.vga_clk	
hold_depth	1	
maxCapViolations	0	
ff_type	dfxtp_1	
switching_share	0.2542	
skew	0.004354	ns
power_density	345.7	nW/µm²
pre_cts_ws	0.03590	ns
worstMarginPinSlew	0.5891	ns
dp.cells	491	
htree_levels	2	
drv_slew	0	
path_clk_slew	0.10	ns
globalplace.congestion	0.9168	
peakVddDrop	187.1	µV
r2r-end	uut1.vcount[3]	
rows	32	
ys_seq_share	0.3408	
rsz0062_at_grt	yes	
total_power	1.270	mW
grt_pass1_wl	11630	µm
stdcell_count	503	
[worst max-delay path, stage by stage, from the launching register on]
cell and delay, ns:
dfxtp_4 0.41, ha_4 0.18, ha_4 0.15, a221oi_1 0.09
and4_1 0.17, or4_1 0.40, o21ai_1 0.13, buf_4 0.13
o2111ai_4 0.14, buf_6 0.18, dlygate4sd2_1 0.23
[power groups by stage]
stage,Sequential [mW],Clock (mW),Combinational [mW]
after global routing,0.738,0.437,0.159
after CTS,0.733,0.409,0.140
final,0.733,0.397,0.140
[how the worst max path moves through the flow]
stage / start / to / slack (ns) / depth (start not counted)
CTS: uut1.vcount[0] / b[3] / 0.02 / 11
finish: uut1.vcount[1] / r[6] / 0.04 / 10
global route: uut1.vcount[0] / r[3] / -0.08 / 11
[area by class of cell]
type | instances | area (µm²) | share of cell area
clock buffer | 6 | 82.58 | 0.02248
clock inverter | 2 | 17.52 | 0.004768
inverter | 17 | 68.82 | 0.01873
multi-input combinational | 277 | 1892 | 0.5150
sequential | 54 | 1089 | 0.2963
tap | 102 | 127.6 | 0.03474
timing repair buffer | 45 | 396.6 | 0.1080
[cells in the mapped netlist (2+ instances only)]
master     instances  area [µm²]
dfxtp_1           54        1081
nor2_1            35       131.4
nand2_1           32       120.1
buf_4             23       172.7
a21oi_1           21       105.1
nand3_1           20       100.1
o21ai_0           20       100.1
ha_1              17       212.7
inv_1             17       63.81
clkbuf_1          15       56.30
xor2_1             9       78.83
and2_1             7       43.79
buf_2              7       35.03
mux2i_1            7       70.07
and4_1             6       52.55
nand4_1            6       37.54
nor2b_1            6       37.54
nor3_1             6       30.03
and3_1             5       31.28
a221oi_1           4       35.03
a31oi_1            4       25.02
mux2_2             4       45.04
xnor2_1            4       35.03
a22o_1             3       26.28
buf_1              3       11.26
o22ai_1            3       18.77
o31ai_1            3       22.52
a211oi_1           2       15.01
a21o_1             2       15.01
a222oi_1           2       20.02
a22oi_1            2       15.01
conb_1             2       7.510
nand2b_1           2       12.51
nor4b_1            2       17.52
o2111ai_1          2       17.52
o211ai_1           2       15.01
o221ai_1           2       17.52
or3_1              2       12.51
or3b_2             2       17.52
[cells by family (layout without fill, tap and decap cells)]
family | count (synthesis) | after routing | share of synthesized area
compound gates | 82 | 82 | 0.1740
simple gates | 143 | 143 | 0.2351
other cells | 2 | 11 | 0.002368
xor+xnor | 13 | 13 | 0.03590
fa+ha+maj | 17 | 17 | 0.06706
mux | 11 | 11 | 0.03629
buf+inv | 66 | 70 | 0.1085
flops | 54 | 54 | 0.3408
[state kept, by name, indices dropped and copies added, names as in the netlist]
signal,flops
uut1.counter,1
uut1.hcount,10
uut1.vcount,10
uut1.vga_clk,1
uut2.glyph,32
[cells in the final DEF, fill, tap and decap left out, types with 6 or more instances in the layout]
master and n:
a21oi_1 21, and2_1 7, and4_1 6, buf_4 19
buf_6 7, clkbuf_8 6, clkdlybuf4s50_1 9, conb_1 11
dfxtp_1 52, dlygate4sd2_1 8, ha_1 11, ha_4 6
inv_1 15, mux2i_1 7, nand2_1 32, nand3_1 20
nand4_1 6, nor2_1 35, nor3_1 6, o21ai_0 19
xor2_1 9
[metal layers]
metal | GRT usage | part of all wire | vias to the layer above
met5 | 0 | 0 | -
met4 | 0.02910 | 0.017 | 0
met3 | 0.02041 | 0.031 | 9
met2 | 0.2797 | 0.48 | 50
met1 | 0.2656 | 0.48 | 1184
li1 | - | - | 1365
[timing repair]
| item | 4_1_cts | 5_1_grt |
|---|---|---|
| pin swaps | 3 | 1 |
| setup buffers | 2 | 1 |
| setup endpoints to repair | 13 | 11 |
| cloned | 1 | 0 |
| gates resized | 50 | 7 |
